$ cat flow/design.v
module top (leds, pushbutton);
	output wire [7:0] leds;
	input wire pushbutton;
	wire fpga_clock;
	OSCH #(.NOM_FREQ("133.00")) rc_oscillator(.STDBY(1'b0), .OSC(fpga_clock));
	slow_counter counter(.clock(fpga_clock), .enable(pushbutton), .output_byte(leds));
endmodule
module slow_counter (clock, enable, output_byte);
	input wire clock;
	input wire enable;
	output reg [7:0] output_byte;
	reg [31:0] counter;
	initial
	begin
		output_byte = 8'b11111111;
		counter = 32'b0;
	end
	always @(posedge clock)
	begin
		if (enable == 1'b1)
		begin
			counter <= counter + 1'b1;
			output_byte <= ~counter[31:24];
		end
	end
endmodule
$ cat flow/run.sh
#!/bin/bash
# OpenROAD 26Q1-2900-gdf79404cd8, Yosys 0.63+post, stock flow scripts
make -C /OpenROAD-flow-scripts/flow DESIGN_CONFIG=/design/flow/config.mk WORK_HOME=/design/flow/orfs finish
$ cat flow/config.mk
export PLATFORM = sky130hd
export DESIGN_NAME = slow_counter
export DESIGN_NICKNAME = slow_counter
export VERILOG_FILES = /design/flow/design.v
export SDC_FILE = /design/flow/constraint.sdc
export NUM_CORES = 4
export LEC_CHECK = 1
export CORE_UTILIZATION = 40
$ cat flow/constraint.sdc
current_design slow_counter

set clk_period 4.6
set clk_io_pct 0.2

create_clock -name clk0 -period $clk_period [get_ports {clock}]

set non_clock_inputs [all_inputs -no_clocks]
set_input_delay [expr $clk_period * $clk_io_pct] -clock clk0 $non_clock_inputs
set_output_delay [expr $clk_period * $clk_io_pct] -clock clk0 [all_outputs]
==> flow_summary.json <==
{
  "status": "complete, no violations",
  "cts_max_level": 2,
  "report.final.slew_viol_count": 0,
  "topCombFamilyByArea": "simple AND/OR/NAND/NOR gates",
  "hp-start": "counter[31]",
  "dp_hpwl_um": 1760,
  "layout_min_cycle_time_ns": 2.00,
  "setup_tns_ns": 0,
  "synth_flops": 40,
  "io_buffers": 9,
  "reg2reg_from": "counter[7]",
  "ys_sh_xor_pct": 13.7,
  "start_kind": "flip-flop",
  "p_per_area_mw_per_mm2": 353,
  "rsz0062_at_grt": "false",
  "dieArea_mm2": 0.00509,
  "grt_pass1_vias": 1036,
  "antenna_found_initial": 0,
  "gp_congestion": 0.795,
  "grt_first_pass_wirelength_um": 4770,
  "synth_seq_share_pct": 62.4,
  "insertion_delay_ns": 0.29,
  "fmax_mhz": 501,
  "dr.pass1.iters": 19,
  "routed_wl_um": 2740,
  "ys_cells": 142,
  "cts_tree": "built",
  "holdBufCountCts": 0,
  "ys_sh_adder_pct": 0.650,
  "cp_max_fo": 1,
  "grt-ovfl-total": 0,
  "final_common_cell": "edfxtp_1",
  "cts.sinks": 40,
  "r2r_slack_ns": 2.86,
  "final.period_utilization_pct": 43.4,
  "mux_share_pct": 0,
  "fin_area_mm2": 0.00217,
  "path_class": "reg2out",
  "cts_root_buf": "clkbuf_8",
  "logic_area_um2": 664,
  "postRouteAntennaNets": 0,
  "most-common-layout-cells": "edfxtp_1, xnor2_1, xor2_1",
  "ctsResizeCount": 0,
  "regArea_mm2": 0.00120,
  "min_path_type": "reg2reg",
  "slew_headroom_pct": 67.1,
  "ys_sh_simple_pct": 20.2,
  "internal-power_mw": 0.608,
  "core-area_mm2": 0.00447,
  "worst-path-buf-inv": 1,
  "cts.path.max_buffers": 2,
  "power_frac_seq_pct": 58.5,
  "ys_warn_count": 1,
  "holdWs_ns": 0.547,
  "combPwrFrac_pct": 5.4,
  "worstMarginPinSlew_ns": 0.494,
  "crit_arrival_ns": 1.08,
  "via_per_inst": 5.12,
  "cts_setup_buffers": 0,
  "cp_top_family": "buffers and inverters",
  "drc": 0,
  "core_util_floorplan_pct": 43.0,
  "grt_max_degree": 41,
  "synth_chip_area_mm2": 0.00192,
  "ir_drop_v": 0.000169,
  "dieHeight_um": 71.4,
  "path_cells": "clkdlybuf4s50_1",
  "p_switching_mw": 0.157,
  "grt_use_total_pct": 12.6,
  "rows": 24,
  "num-fill-cells": 383,
  "syn_inst": 142,
  "cap_violations": 0,
  "pin_count": 10,
  "cp_slowest_cell": "clkdlybuf4s50_1",
  "drtIter0Drc": 79,
  "vias": 1070,
  "die_width_um": 71.4,
  "placedInstanceArea_mm2": 0.00206,
  "max_stage_delay_ns": 0.46,
  "reg2regPathDepth": 4,
  "clockPowerShare_pct": 36.0,
  "timing.rr.end": "counter[26]",
  "switching_share_pct": 20.5,
  "power_leakage_nw": 0.719,
  "power.total_mw": 0.764,
  "stage_log_warnings": 25,
  "hold_depth": 1,
  "route.antenna.diode_count": 0,
  "cp-end-kind": "output port",
  "final_hold_viol_count": 0,
  "synth_cell_types": 23,
  "layout-drive-gt1-share_pct": 13.4,
  "wl_per_cell_um": 13.1,
  "cts_made_buffers": 5,
  "clk_pin_slew_ns": 0.08,
  "setup_viol": 0,
  "holdPathEnd": "output_byte[7]",
  "aoi_share_pct": 0,
  "synth.avg_cell_area_um2": 13.6,
  "syn-cell-area_mm2": 0.00192,
  "required_ns": 3.68,
  "skew_ns": 0.00856,
  "syn_to_final_growth_pct": 12.6
}
[synthesized netlist by cell type]
| cell type | count | area [um2] |
|---|---|---|
| nand4_2 | 1 | 12.5 |
| or2_2 | 2 | 12.5 |
| and3_1 | 1 | 6.26 |
| ha_1 | 1 | 12.5 |
| nor4_1 | 2 | 12.5 |
| nand4_1 | 7 | 43.8 |
| nor4_4 | 1 | 21.3 |
| nand3_1 | 10 | 50.1 |
| nor4_2 | 4 | 50.1 |
| xor2_1 | 11 | 96.3 |
| buf_2 | 2 | 10.0 |
| xnor2_1 | 19 | 166 |
| or3_4 | 1 | 11.3 |
| nor2_1 | 6 | 22.5 |
| nor3_2 | 3 | 30.0 |
| nand4_4 | 1 | 21.3 |
| and2_1 | 1 | 6.26 |
| inv_1 | 10 | 37.5 |
| and4_1 | 3 | 26.3 |
| buf_6 | 1 | 11.3 |
| nor3_1 | 5 | 25.0 |
| edfxtp_1 | 40 | 1200 |
| nand2_1 | 10 | 37.5 |
[layout make-up]
cell class	count	share of cell area [%]
clock buffers	5	3.18
clock inverters	3	1.73
inverters	10	1.73
multi-input cells	89	30.7
flip-flops and latches	40	55.4
well taps	52	3.00
repair buffers	10	4.27
[kinds of logic (layout without fill, tap and decap cells)]
group	after synthesis	in the layout
flops	40	40
xor+xnor	30	30
buf+inv	13	28
fa+ha+maj	1	1
simple gates	58	58
[routing by layer]
metal | routed length (um) | track usage [%] | vias to the layer above | part of all wire (%)
met5 | 0 | 0 | - | 0
met3 | 132 | 4.28 | 5 | 4.8
met1 | 1400 | 20.6 | 500 | 51
met4 | 35 | 2.44 | 0 | 1.3
met2 | 1170 | 17.7 | 21 | 43
li1 | - | - | 544 | -
[registers in the layout, summed over array words and instances (netlist names)]
register and flops:
counter 32, output_byte 8
[per-stage QoR]
step                std cells  util, %  setup WS (ns)
floorplan                 142        -           2.97
global placement          201     46.1           2.80
detailed placement        201     46.1           2.79
CTS                       209     48.4           2.59
global route              209     48.4           2.55
finish                    209     48.4           2.60
[power by group through the flow]
stage | clock network, mW | registers [mW] | logic, mW
finish | 0.275 | 0.447 | 0.0416
global route | 0.300 | 0.451 | 0.0467
CTS | 0.281 | 0.448 | 0.0424
[worst max-delay path by stage]
| stage | to | depth (start not counted) | slack, ns | startpoint |
|---|---|---|---|---|
| CTS | output_byte[4] | 1 | 2.59 | output_byte[4] |
| global route | output_byte[5] | 1 | 2.55 | output_byte[5] |
| finish | output_byte[4] | 1 | 2.60 | output_byte[4] |
